### flow/design.v
`timescale 1ns / 1ps
module Clock_divider(clock_in,clock_out);
input clock_in;
output reg clock_out = 1'b0;
reg[1:0] counter=2'd0;
 always @(posedge clock_in) begin
 	counter <= counter + 1;
 	if (counter == 2'b01) begin
 	clock_out <= ~clock_out;  
 		counter <= 0;
    end
 end
 endmodule
`timescale 1ns / 1ps
module anode_generator(
    input clk,
    input en,
    input [15:0] bcd_in,
    output [3:0] seg_anode,
    output reg [3:0] bcd_out,  
    output rdy
    );
	reg [9:0] counter = 0;  
	reg [3:0] anode = 4'b1110;  
	reg [3:0] anode_buff;
	reg [11:0] anode_counter = 3'b0;
	reg [3:0] shift_en = 4'd0;
	reg anode_counter_en=0;
	always @(posedge clk) begin
		counter <= counter + 1;  
		shift_en <= shift_en << 1;
		if (anode_counter == 12'd4095) begin
		  shift_en <= 4'd1;
		  anode_counter <= 0;
		  anode_counter_en <=0;
		end
		if (en) begin
		  anode_counter_en <= 1;
		end
		if (counter == 1023) begin
		    anode_buff <= anode;
			anode <= {anode[2:0], anode[3]};  
			case (anode)
				4'b1110: bcd_out <= bcd_in[3:0];  
				4'b1101: bcd_out <= bcd_in[7:4];
				4'b1011: bcd_out <= bcd_in[11:8];
				4'b0111: bcd_out <= bcd_in[15:12];
				default: bcd_out <= 4'b0;
			endcase
			counter <= 0;
			if (anode_counter_en) anode_counter <= anode_counter + 1;
		end
	end
	assign seg_anode = anode_buff;
	assign rdy = |shift_en;
endmodule
module bin2bcd(bin, en, clk,reset,  bcd_out, rdy);  
	input [11:0] bin;
	input clk;
	input en;
	output [15:0] bcd_out;
	output rdy;
	input reset;
	parameter IDLE = 3'd0, SETUP = 3'd1, ADD = 3'd2, SHIFT = 3'd3, DONE = 3'd4;
	reg busy = 0;
	reg [27:0] bcd_data =0;  
	reg [2:0] state = 0;
	reg [3:0] sh_counter=0;  
	reg [2:0] add_counter = 0;  
	reg result_rdy = 0;
	always @(posedge clk or posedge reset) begin
	   if(reset)begin
	       busy <= 1'b0;
	       bcd_data <= 28'd0;
	       state <= SETUP;
	       sh_counter <= 4'd0;
	       add_counter <= 3'd0;
	       result_rdy <= 1'b0;
	   end
	   else begin
		case (state)
			IDLE:
				begin
					result_rdy <= 0;
					busy <= 0;
					if (en) state <= SETUP;
					else state <= IDLE;
				end
			SETUP:
				begin
				    bcd_data = bin;
					busy <= 1;
					state <= ADD;
				end
			ADD:
				begin
					case (add_counter)
						0:  
						begin
							if (bcd_data[15:12] > 4) begin  
								bcd_data[27:12] <= bcd_data[27:12] + 3;  
							end
							add_counter <= add_counter + 1;
						end
						1:  
						begin
							if (bcd_data[19:16] > 4) begin
								bcd_data[27:16] <= bcd_data[27:16] + 3;
							end
							add_counter <= add_counter + 1;
						end
						2:  
						begin
							if (bcd_data[23:20] > 4) begin
								bcd_data[27:20] <= bcd_data[27:20] + 3;
							end
							add_counter <= add_counter + 1;
						end
						3:  
						begin
							if (bcd_data[27:24] > 4) begin
								bcd_data[27:24] <= bcd_data[27:24] + 3;
							end
							add_counter <= 0;
							state <= SHIFT;
						end
					endcase
				end
			SHIFT:
				begin
					sh_counter <= sh_counter + 1; 
					bcd_data <= bcd_data << 1;
					if (sh_counter >= 11) begin
                        state <= DONE;
                        sh_counter <= 0;
					end
					else state <= ADD;
				end
			DONE:
				begin
					state <= IDLE;
					result_rdy = 1;
				end
			default: state <= IDLE;
		endcase
	end
	end
	assign bcd_out = bcd_data[27:12];
	assign rdy = result_rdy;
endmodule
module counter_4095(
    input wire en,
	input wire clk, 
	input wire reset, 
	output reg [11:0] count,  
	output reg rdy);
always @(posedge clk or posedge reset) begin
    rdy <= 0;
	if(reset) begin
        count <= 12'd0;  
        rdy <= 0;
	end
	else if(count == 12'd4095)begin
	   count <= 12'd0;
	end
	else if (en) begin
        count <= count + 1;  
        rdy <= 1;  
	end
end
endmodule
`timescale 1ns / 1ps
module multiseg_driver(
    input clk,
    input en,
    input [15:0] bcd_in,
    output [3:0] seg_anode,
    output [6:0] seg_cathode,
    output rdy  
    );
    wire [3:0] bcd_result;
	reg [15:0] anode_bcd_in;
    always @(posedge clk) begin
    	if(en)
            begin
            anode_bcd_in<=bcd_in;
            end
    end
	anode_generator anode_gen(.en(en), .clk(clk), .bcd_in(bcd_in), .seg_anode(seg_anode), .bcd_out(bcd_result), .rdy(rdy));
	segment_7_binary cat_gen(.data_in(bcd_result), .seg(seg_cathode));
endmodule
`timescale 1ns / 1ps
module segment_7_binary(
    input [3:0] data_in,
    output reg [6:0] seg
    );
	always @* begin
		case (data_in)
			0: seg = 7'b0000001;  
			1'b0001: seg = 7'b1001111;  
			2: seg = 7'b0010010;
			3: seg = 7'b0000110;
			4: seg = 7'b1001100;
			5: seg = 7'b0100100;
			6: seg = 7'b0100000;
			7: seg = 7'b0001111;
			8: seg = 7'b0000000;
			9: seg = 7'b0000100;
			default: seg = 7'b1111111;  
		endcase
	end
endmodule
`timescale 1ns / 1ps
module topModule(
input mclk, 
input reset,
output wire [6:0] seg, 
output wire [3:0] an);
reg[15:0] stat_bcd = 16'b0;
wire [11:0] bin_d_in;
wire [15:0] bcd_d_out;
wire rdy;
wire clock_out;
wire multiseg_to_counter, counter_to_bin2bcd, bin2bcd_to_multiseg;
Clock_divider divider(.clock_in(mclk), .clock_out(clock_out));  
counter_4095 counter(.en(multiseg_to_counter), .clk(clock_out),.reset(reset),.count(bin_d_in), .rdy(counter_to_bin2bcd));  
bin2bcd convert(.bin(bin_d_in), .en(counter_to_bin2bcd), .bcd_out(bcd_d_out), .rdy(bin2bcd_to_multiseg), .clk(mclk), .reset(reset)); 
multiseg_driver multiseg(.en(bin2bcd_to_multiseg), .bcd_in(bcd_d_out), .seg_anode(an), .seg_cathode(seg), .clk(mclk), .rdy(multiseg_to_counter)); 
endmodule
### flow/config.mk
export PLATFORM = sky130hd
export DESIGN_NAME = topModule
export DESIGN_NICKNAME = topModule
export VERILOG_FILES = /design/flow/design.v
export SDC_FILE = /design/flow/constraint.sdc
export NUM_CORES = 4
export LEC_CHECK = 1
export CORE_UTILIZATION = 50
### flow/run.sh
#!/bin/bash
# OpenROAD 26Q1-2900-gdf79404cd8, Yosys 0.63+post, stock flow scripts
make -C /OpenROAD-flow-scripts/flow DESIGN_CONFIG=/design/flow/config.mk WORK_HOME=/design/flow/orfs finish
### flow/constraint.sdc
current_design topModule

set clk_period 6.6
set clk_io_pct 0.2

create_clock -name clk0 -period $clk_period [get_ports {mclk}]

set non_clock_inputs [all_inputs -no_clocks]
set_input_delay [expr $clk_period * $clk_io_pct] -clock clk0 $non_clock_inputs
set_output_delay [expr $clk_period * $clk_io_pct] -clock clk0 [all_outputs]
==> run summary <==
run results: status completed, CP Capture Type flop, PortBufs 12, 1st-pass router iterations 5, critical path peak fanout 18, vias in the first global route 4022, # setup viols final 0, Mapped Cells 608, FF+latch count, synth around 100, GRT Total Usage 22.0%, Die ar. 0.0118 mm², detailed-route via count 4312, fill cell count 936, post-cts repair resize count 0, Clk pin slew, worst setup/hold paths about 0.06 ns, clock power share 47.9%, critical path cell sequence nor2b_1, nand2_1, o21ai_1, o21ai_0, o221ai_1, height of the die ~110 µm, Initial DRC Count 229, setup TNS 0 ns, final WL 11500 µm, Num CTS Buffers 9, chip width 108 µm, syn_area_per_cell 9.31 µm², CP arrival 2.78 ns, clk buf depth 2, Netlist cell types 71, static leakage 2.46 nW, WP data required 6.85 ns, Final ANT Viol Nets 0, fin util 56.0%, clock root buffer clkbuf_16, max incr delay on CP 0.85 ns, Total Power 1.06 mW, share of cells above drive strength 1 ~6.6%, delay-heaviest family, CP flip-flops, highest clock rate just under 400 MHz, Startpoint Class flop, I/O pin total 13, power per cell area 173 mW/mm², yosys cell count 608, Worst Tran Pin Value between 0.8 and 0.9 ns, Syn. warnings 7, min cycle time layout about 2.5 ns, relative slew slack 45.0%, Max Slew Vio Count 0, Post-CTS Setup Bufs 0, Routability Congestion 0.937, Psw 0.210 mW, FFs w/ async S/R, synth 51.5%, Hold Crit Class reg2reg, Pint 0.851 mW, Seq pwr share 51.4%, via/cell ratio roughly 5.8, switch share 19.8%, OpenROAD warnings 39, Area Overhead vs Synth 8.11%, Final Hold Viols 0, hold-fix buffers at CTS 0, WP buf/inv 0, fin crit share between 30% and 40%, Worst-Skew Late Latency 0.33 ns, worst-path cell with the longest stage delay dfrtp_1, Final HPWL DP 7930 µm, row count 38, dominant register cell dfrtp_1, largest net degree at the start of global routing ~53, H-tree levels 3, DRC 0, fp util 51.8%, yosys synthesis chip area 0.00566 mm², drt wl/cell 15.3 µm, Syn Std Cell Area 0.00566 mm², VDD IR max between 0.1 and 0.15 mV, first-pass GRT wire length a little under 20000 µm, GR Overflow Total 0, CTS tree yes, endpoints left unconstrained 13, initial antenna violation count 0, register pins left without a clock 13, Ant. Diodes 0, count of library flops with an enable pin 13, register share after synthesis a little over two fifths, Logic pwr share 0.7%, CORE AREA approximately 0.011 mm², clock skew 0.00537 ns, Setup Crit Path Kind reg2reg, RSZ-0062 raised after global routing false, max_cap viols 0
[synth_stat cells (6+ instances only)]
| library cell | n | share of area, % |
|---|---|---|
| a22oi_1 | 10 | 1.3 |
| nand2_1 | 63 | 4.2 |
| nand2b_1 | 7 | 0.77 |
| buf_2 | 14 | 1.2 |
| clkbuf_1 | 8 | 0.53 |
| nand3_1 | 15 | 1.3 |
| o22ai_1 | 7 | 0.77 |
| and3_1 | 7 | 0.77 |
| ha_1 | 25 | 5.5 |
| nor3_1 | 11 | 0.97 |
| nor2_1 | 50 | 3.3 |
| a21oi_1 | 21 | 1.9 |
| xor2_1 | 10 | 1.5 |
| inv_1 | 27 | 1.8 |
| xnor2_1 | 22 | 3.4 |
| dfrtp_1 | 51 | 23 |
| edfxtp_1 | 13 | 6.9 |
| o31ai_1 | 10 | 1.3 |
| o21ai_1 | 6 | 0.53 |
| o21ai_0 | 59 | 5.2 |
| mux2i_1 | 19 | 3.4 |
| and2_1 | 7 | 0.77 |
| nor2b_1 | 13 | 1.4 |
| nand4_1 | 8 | 0.88 |
| dfxtp_1 | 36 | 13 |
[worst paths after layout]
check	from	endpoint	slack (ns)	depth (start not counted)
min	divider.counter[0]	divider.counter[0]	0.43	1
min in group asynchronous	reset	convert.sh_counter[1]	1.48	3
min reg2reg	divider.counter[0]	divider.counter[0]	0.43	1
max	convert.state[1]	convert.bcd_data[18]	4.07	5
max reg2reg	convert.state[1]	convert.bcd_data[18]	4.07	5
max in group asynchronous	reset	convert.bcd_data[8]	4.65	3
[routing by layer]
metal / global-route usage [%] / wire (µm)
met1: 36.3 / 5580
met2: 32.1 / 5110
met3: 3.74 / 621
met4: 3.67 / 174
met5: 0 / 0
[power groups by stage]
| stage | sequential, mW | clock (mW) | combinational, mW |
|---|---|---|---|
| finish | 0.546 | 0.509 | 0.00734 |
| CTS | 0.545 | 0.526 | 0.00792 |
| global route | 0.545 | 0.546 | 0.00882 |
[cells in the final DEF (no fill, tap or decap), types with 3 or more instances in the layout]
| cell type | n |
|---|---|
| o21ai_1 | 6 |
| o211ai_1 | 3 |
| clkdlybuf4s50_1 | 12 |
| nand4b_1 | 3 |
| a21oi_1 | 21 |
| o31ai_1 | 10 |
| o21ai_0 | 59 |
| nand4_1 | 8 |
| a211oi_1 | 5 |
| dfxtp_1 | 36 |
| clkbuf_16 | 9 |
| o22ai_1 | 7 |
| a2bb2oi_1 | 5 |
| a22oi_1 | 10 |
| nand2_1 | 63 |
| and4b_1 | 3 |
| nor2b_1 | 13 |
| o21a_1 | 3 |
| dfrtp_1 | 51 |
| a31oi_1 | 4 |
| xnor2_1 | 22 |
| and2_1 | 7 |
| edfxtp_1 | 13 |
| and3_1 | 7 |
| and3_4 | 3 |
| nand2b_1 | 7 |
| nand3_1 | 15 |
| nor2_1 | 50 |
| o221ai_1 | 5 |
| o2111ai_1 | 4 |
| nor3_1 | 11 |
| mux2i_1 | 19 |
| mux2_2 | 3 |
| xor2_1 | 10 |
| a221oi_1 | 4 |
| ha_1 | 25 |
| inv_1 | 26 |
[flip-flops by register name, summed over array words and instances, names as in the netlist]
signal and flops:
divider.counter 2, convert.sh_counter 4, convert.result_rdy 1, multiseg.anode_gen.anode_counter 12, multiseg.anode_gen.anode_counter_en 1, multiseg.anode_gen.counter 10, multiseg.anode_gen.bcd_out 4, counter.rdy 1
divider.clock_out 1, counter.count 12, seg 7, convert.add_counter 3, multiseg.anode_gen.anode 4, multiseg.anode_gen.anode_buff 4, multiseg.anode_gen.shift_en 4, convert.bcd_data 28
convert.state 3
[layout make-up]
type,count,area [µm²],area share [%]
clock buffer,12,246,4.03
clock inverter,4,52.6,0.859
inverter,28,105,1.72
multi-input combinational,450,2990,48.9
sequential,101,2410,39.4
tap,140,175,2.86
timing repair buffer,14,135,2.21
[kinds of logic after synthesis]
group	count (synthesis)	share of synthesized area [%]
xor gates and xnor gates	32	4.95
adders and majority gates	25	5.53
AOI/OAI and AO/OA	163	19.0
buffers and inverters	57	4.51
DFF	101	42.6
and+or+nand+nor	207	19.1
muxes	23	4.35
[worst reg2reg max path, cell delays in order (launching register included)]
cell and delay [ns]:
dfrtp_1 0.85, nor2b_1 0.50, nand2_1 0.31, o21ai_1 0.51, o21ai_0 0.18, o221ai_1 0.10
[through the flow]
stage	hold slack [ns]	instances	worst slack, ns	cell area (µm²)
floorplan	0.399	608	4.02	5660
global placement	0.407	733	4.12	5820
detailed placement	0.421	733	4.09	5820
CTS	0.430	749	4.09	6120
global route	0.448	749	3.79	6120
finish	0.426	749	4.07	6120
Power figures rest on the tool's default switching activity, not on a simulated workload.
